### flow/run.sh
#!/bin/bash
# OpenROAD 26Q1-2900-gdf79404cd8, Yosys 0.63+post, stock flow scripts
make -C /OpenROAD-flow-scripts/flow DESIGN_CONFIG=/design/flow/config.mk WORK_HOME=/design/flow/orfs finish
### flow/config.mk
export PLATFORM = sky130hd
export DESIGN_NAME = statemachine
export DESIGN_NICKNAME = statemachine
export VERILOG_FILES = /design/flow/design.v
export SDC_FILE = /design/flow/constraint.sdc
export NUM_CORES = 4
export LEC_CHECK = 1
export CORE_AREA = 10 10 100 100
export DIE_AREA = 0 0 110 110
### flow/constraint.sdc
current_design statemachine

set clk_period 2.3
set clk_io_pct 0.2

create_clock -name clk0 -period $clk_period [get_ports {slow_clock}]

set non_clock_inputs [all_inputs -no_clocks]
set_input_delay [expr $clk_period * $clk_io_pct] -clock clk0 $non_clock_inputs
set_output_delay [expr $clk_period * $clk_io_pct] -clock clk0 [all_outputs]
### flow/design.v
module statemachine ( slow_clock, resetb,
                      dscore, pscore, pcard3,
                      load_pcard1, load_pcard2,load_pcard3,
                      load_dcard1, load_dcard2, load_dcard3,
                      player_win_light, dealer_win_light);
input slow_clock, resetb;
input [3:0] dscore, pscore, pcard3;
output load_pcard1, load_pcard2, load_pcard3;
output load_dcard1, load_dcard2, load_dcard3;
output player_win_light, dealer_win_light;
reg load_pcard1, load_pcard2, load_pcard3;
reg load_dcard1, load_dcard2, load_dcard3;
reg player_win_light, dealer_win_light;
reg [3:0] present_state;
reg [3:0] next_state; 
always@(posedge slow_clock, negedge resetb)	begin
if(resetb == 0)
next_state = 4'b1001;
else 
case(present_state)
4'b0000 : 	begin
	load_pcard1 = 1'b1;
	load_pcard2 = 1'b0;	
	load_pcard3 = 1'b0; 
	load_dcard1 = 1'b0; 
	load_dcard2 = 1'b0; 
	load_dcard3 = 1'b0; 
 	next_state = 4'b0011;	
	player_win_light = 1'b0; 
	dealer_win_light = 1'b0;
end
4'b0011 : begin 
	load_pcard1 = 1'b0;
	load_pcard2 = 1'b0;
	load_pcard3 = 1'b0;
	load_dcard1 = 1'b1;
	load_dcard2 = 1'b0;
	load_dcard3 = 1'b0;
	next_state = 4'b0001;	
	player_win_light = 1'b0; 
	dealer_win_light = 1'b0;	
	end
4'b0001 : begin
	load_pcard1 = 1'b0;
	load_pcard2 = 1'b1;
	load_pcard3 = 1'b0;
	load_dcard1 = 1'b0;
	load_dcard2 = 1'b0;
	load_dcard3 = 1'b0;
	next_state = 4'b0100;
	player_win_light = 1'b0; 
	dealer_win_light = 1'b0;
	end
4'b0100 : begin
	load_pcard1 = 1'b0;
	load_pcard2 = 1'b0;
	load_pcard3 = 1'b0;
	load_dcard1 = 1'b0;
	load_dcard2 = 1'b1;
	load_dcard3 = 1'b0;
	player_win_light = 1'b0; 
	dealer_win_light = 1'b0;
	if (pscore == 8 || pscore == 9)
		next_state = 4'b0110;
	else if (dscore == 8 || dscore == 9)	 
		next_state = 4'b0110;
	else if (pscore >= 0 && pscore <= 5 )
		next_state = 4'b0010;
	else	
		next_state = 4'b1000;
	end
4'b0010: 	begin
		load_pcard1 = 1'b0;
		load_pcard2 = 1'b0;
		load_pcard3 = 1'b1;
		load_dcard1 = 1'b0;
		load_dcard2 = 1'b0;
		load_dcard3 = 1'b0;	
		next_state = 4'b0111;
		player_win_light = 1'b0; 
		dealer_win_light = 1'b0;	
end
4'b0111 :	begin
	if(dscore == 7)		begin
	next_state = 4'b0110;
	load_pcard1 = 1'b0;
	load_pcard2 = 1'b0;
	load_pcard3 = 1'b0;
	load_dcard1 = 1'b0;
	load_dcard2 = 1'b0;
	load_dcard3 = 1'b0;	
	player_win_light = 1'b0; 
	dealer_win_light = 1'b0;
	end
	else if  (dscore == 6 && (pcard3 == 6 || pcard3 == 7))		begin
	load_pcard1 = 1'b0;
	load_pcard2 = 1'b0;
	load_pcard3 = 1'b0;
	load_dcard1 = 1'b0;
	load_dcard2 = 1'b0;
	load_dcard3 = 1'b1;	
	next_state = 4'b0110;
	player_win_light = 1'b0; 
	dealer_win_light = 1'b0;
	end
	else if (dscore == 5 && (pcard3 == 4 || pcard3 == 5 || pcard3 == 6 || pcard3 == 7 )) 	begin
	load_pcard1 = 1'b0;
	load_pcard2 = 1'b0;
	load_pcard3 = 1'b0;
	load_dcard1 = 1'b0;
	load_dcard2 = 1'b0;
	load_dcard3 = 1'b1;	
	next_state = 4'b0110;
	player_win_light = 1'b0; 
	dealer_win_light = 1'b0;
	end
	else if (dscore == 4 && (pcard3 == 2 || pcard3 == 3 || pcard3 == 4 || pcard3 == 5 || pcard3 == 6 || pcard3 == 7 )) begin
	load_pcard1 = 1'b0;
	load_pcard2 = 1'b0;
	load_pcard3 = 1'b0;
	load_dcard1 = 1'b0;
	load_dcard2 = 1'b0;
	load_dcard3 = 1'b1;	
	next_state = 4'b0110;
	player_win_light = 1'b0; 
	dealer_win_light = 1'b0;
	end
	else if (dscore == 3 && pcard3 != 8)		begin
	load_pcard1 = 1'b0;
	load_pcard2 = 1'b0;
	load_pcard3 = 1'b0;
	load_dcard1 = 1'b0;
	load_dcard2 = 1'b0;
	load_dcard3 = 1'b1;	
	next_state = 4'b0110;
	player_win_light = 1'b0; 
	dealer_win_light = 1'b0;
	end
	end
4'b1000 :	begin
	if (dscore >= 0 && dscore <= 5)	begin
	load_pcard1 = 1'b0;
	load_pcard2 = 1'b0;
	load_pcard3 = 1'b0;
	load_dcard1 = 1'b0;
	load_dcard2 = 1'b0;
	load_dcard3 = 1'b1;	
	next_state = 4'b0110;
	player_win_light = 1'b0; 
	dealer_win_light = 1'b0;
	end
	else		begin
	load_pcard1 = 1'b0;
	load_pcard2 = 1'b0;
	load_pcard3 = 1'b0;
	load_dcard1 = 1'b0;
	load_dcard2 = 1'b0;
	load_dcard3 = 1'b0;		
	next_state = 4'b0110;
	player_win_light = 1'b0; 
	dealer_win_light = 1'b0;
	end
	end
4'b0110:	begin
	next_state = 4'b1001;
	if(pscore > dscore) begin
	player_win_light = 1'b1; 
	dealer_win_light = 1'b0;
	end
	else if(dscore > pscore)	begin
	player_win_light = 1'b0; 
	dealer_win_light = 1'b1;
	end
        else if(dscore == pscore)	begin
	player_win_light = 1'b1; 
	dealer_win_light = 1'b1;
	end	
	else 				begin
        player_win_light = 1'b0; 
	dealer_win_light = 1'b0;
	end
	end
4'b1001:  begin
        next_state= 4'b1001;
        end 
default : 				begin
	load_pcard1 = 1'b0;
	load_pcard2 = 1'b0;
	load_pcard3 = 1'b0;
	load_dcard1 = 1'b0;
	load_dcard2 = 1'b0;
	load_dcard3 = 1'b0;	
	player_win_light = 1'b0; 
	dealer_win_light = 1'b0;
        next_state = 4'b1001;
					end
endcase
end
always@ (posedge slow_clock)
present_state <= next_state;
endmodule
==> changes_impl.md <==
### Implementation results

* Crit path cell chain: clkdlybuf4s50_1, inv_1, o311ai_0, buf_4, a211oi_2, nor3_2
* Num CTS Buffers at 3
* Core area at 7807 sq um
* HPWL Detailed at 1816 microns
* Worst path slowest cell: clkdlybuf4s50_1
* Initial Utilization at 0.1167
* Clk Latency, worst-skew pair at 240 ps
* Minimum clock period at 2096 ps
* Hold Vio Cnt, Final at 0
* Total global routing overflow at 0
* H-tree Lvls at 1
* Die Wd at 110 microns
* DRT Pass-1 Iters at 2
* Tool warnings at 25
* Chip Footprint at 12100 sq um
* Unrepaired setup endpoints after global routing: false
* # clock sinks at 16
* Clock tree from TritonCTS: built
* Kind of critical path: primary input to flip-flop
* Vias at 746
* Logic area at 416.7 sq um
* Placed Cells at 214
* Site Rows at 32
* Top Ports at 22
* Die Ht at 110 microns
* Fin crit share at 0.9112
* Fmax at 477.2 MHz
* Clock Skew at 2.395 ps
* Vias in the first global route at 759
* Max stage delay on crit path at 490 ps
* Via density at 3.422
* # hold bufs at CTS at 0
* Fill count at 863
* Status: completed
* Antenna violations before repair at 0
* Design Area, Final at 1313 sq um
* CTS clk-pin slew, worst paths at 60 ps
* Routed wire per std cell at 9.505 microns
* Yosys Chip Area at 910.9 sq um
* Post-synth EDFFs at 8
* Setup crit start kind: primary input
* Global-route wire length before repair at 3684 microns
* Warnings from Yosys at 1
* Setup TNS at 0 ps
* Area added between synthesis and finish at 44.09%
* Leak at 0.4736 nW
* Hold Path Class: flip-flop to flip-flop
* Core Util, Final at 0.1681
* Final std cells w/o fill at 218
* Total GRT Usage at 0.03748
* Yosys cell count at 87
* GP Congestion at 0.7812
* Root Buffer: clkbuf_8
* Tightest Pin Transition at 532.6 ps
* Post-route ant nets at 0
* Largest net degree at the start of global routing at 14
* Gate Count Post-Synth at 87
* Worst Path Required at 2190 ps
* Layout cells sized above 1 at 0.1638
* Worst relative slew slack at 0.6403
* Diodes inserted at 0
* Async SR Flop Fraction at 0.2500
* PD cells at 892.6 nW/um^2
* Critical path fanouts, max at 6
* Max-cap violations at 0
* CP endpoint kind: flip-flop
* DR iter-0 viols at 16
* Netlist cell types at 38
* Mapped Area at 910.9 sq um
* Postcts setup bufs at 0
* Resized Gates After CTS at 1
* FF/Latch Area at 422.9 sq um
* R2r setup slk at 490 ps
* Synth flops at 16
* Synth Flop Type: edfxtp_1
* CP Data Arrival Time at 1990 ps
* Final wirelength at 2072 microns
* Final setup violation count at 0
* Post-synthesis sequential area ratio at 0.4643
* Peak supply drop at 0.2701 mV
* Drt drc at 0
* Input/output buffers at 21
* Clk buf depth at 2
* Mean Syn Cell Area at 10.47 sq um
* Pins Over Slew Limit at 0
* Area after DPL at 1262 sq um
[logic make-up (layout without fill, tap and decap cells)]
logic type,after synthesis,after routing,share of synthesized area
AND/OR/NAND/NOR,30,30,0.1909
AND-OR/OR-AND,24,24,0.1964
flip-flops,16,16,0.4643
buffers and inverters,12,41,0.08380
adder cells (fa/ha/maj),4,4,0.05495
XOR/XNOR,1,1,0.009617
[Yosys cell counts, types with 2 or more instances]
cell | count | area, sq um
nor3b_1 | 3 | 22.52
clkbuf_8 | 2 | 27.53
nor3_1 | 7 | 35.03
dfxtp_1 | 4 | 80.08
ha_1 | 4 | 50.05
a21oi_1 | 3 | 15.01
o21ai_0 | 4 | 20.02
o21a_1 | 4 | 30.03
inv_1 | 8 | 30.03
edfxtp_1 | 8 | 240.2
nor2_1 | 5 | 18.77
dfrtp_1 | 2 | 50.05
nand2b_1 | 2 | 12.51
dfstp_2 | 2 | 52.55
nand2_1 | 3 | 11.26
nor4_1 | 4 | 25.02
[report_power, final]
part	internal, mW	switching (mW)	leakage [nW]
sequential	0.443	0.127	0.160
combinational	0.240	0.159	0.290
clock	0.122	0.0808	0.0228
[metrics by stage]
stage / hold slack [ps] / power, mW / worst slack [ps]
floorplan: 164.4 / 0.8389 / 315.6
global placement: 351.0 / 0.9674 / -255.0
detailed placement: 358.3 / 0.9822 / -351.2
CTS: 371.2 / 1.192 / 159.1
global route: 375.9 / 1.289 / 10.16
finish: 367.8 / 1.172 / 204.3
[cell usage in the layout (no fill, tap or decap), types with 2 or more instances in the layout]
cell type and n:
clkdlybuf4s50_1 21, edfxtp_1 8, a21oi_1 3, buf_4 8, nor3b_1 3, o21a_1 4, nand2_1 3, o21ai_0 4
nand2b_1 2, inv_1 8, nor4_1 4, dfrtp_1 2, dfxtp_1 4, dfstp_2 2, clkbuf_8 3, nor2_1 5
ha_1 4, nor3_1 6
[flip-flops by register name, summed over array words and instances (netlist names)]
register,count
load_pcard2,1
dealer_win_light,1
load_pcard3,1
load_dcard2,1
player_win_light,1
load_pcard1,1
load_dcard3,1
present_state,4
load_dcard1,1
next_state,4
[path summary, 6_finish.rpt]
check                                                  to  cells past startpoint                      start
hold reg to reg                  present_state[2]$_DFF_P_                      0  next_state[2]$_DFFE_PN0N_
min in group asynchronous       next_state[2]$_DFFE_PN0N_                      2                     resetb
max in group asynchronous       next_state[3]$_DFFE_PN1N_                      2                     resetb
setup / recovery                    load_pcard1$_DFFE_PP_                      6                  pcard3[1]
hold / removal                   present_state[2]$_DFF_P_                      0  next_state[2]$_DFFE_PN0N_
setup reg to reg           player_win_light$_SDFFCE_PN0P_                      5   present_state[2]$_DFF_P_
[per-layer routing]
layer | global-route usage | share of wire | vias to the layer above
li1 | - | - | 391
met1 | 0.04638 | 0.43 | 340
met2 | 0.05843 | 0.45 | 13
met3 | 0.02056 | 0.11 | 2
met4 | 0.003717 | 0.012 | 0
met5 | 0 | 0 | -
[worst max-delay path, delay by kind of cell]
kind                   cells  cell delay [ps]
and+or+nand+nor            1              440
buffers and inverters      3              710
AOI/OAI and AO/OA          2              370
[cell type report]
type | count | area share
clock buffers | 4 | 0.03432
inverters | 8 | 0.02288
well taps | 102 | 0.09724
multi-input cells | 59 | 0.3174
flip-flops and latches | 16 | 0.3222
repair buffers | 29 | 0.2059
Power is estimated from default activity; no workload was simulated.
